==> design/flow/design.v <==
module bcd_adder(a,b,cin,sum,cout);
    input [3:0] a,b;
    input cin;
    output [3:0] sum;
    output cout;
    reg [4:0] temp;
    reg [3:0] sum;
    reg cout;  
    always @(a,b,cin)
    begin
        temp = a+b+cin; 
        if(temp > 9)    
	begin
            temp = temp+6;  
            cout = 1;   
            sum = temp[3:0];   
   	end
        else    
	begin
            cout = 0;
            sum = temp[3:0];
        end
    end     
endmodule
==> design/flow/run.sh <==
#!/bin/bash
# OpenROAD 26Q1-2900-gdf79404cd8, Yosys 0.63+post, stock flow scripts
make -C /OpenROAD-flow-scripts/flow DESIGN_CONFIG=/design/flow/config.mk WORK_HOME=/design/flow/orfs finish
==> design/flow/config.mk <==
export PLATFORM = sky130hd
export DESIGN_NAME = bcd_adder
export DESIGN_NICKNAME = bcd_adder
export VERILOG_FILES = /design/flow/design.v
export SDC_FILE = /design/flow/constraint.sdc
export NUM_CORES = 4
export LEC_CHECK = 1
export CORE_AREA = 10 10 70 70
export DIE_AREA = 0 0 80 80
==> design/flow/constraint.sdc <==
current_design bcd_adder

set clk_period 4.9
set clk_io_pct 0.2

create_clock -name clk0 -period $clk_period

set non_clock_inputs [all_inputs -no_clocks]
set_input_delay [expr $clk_period * $clk_io_pct] -clock clk0 $non_clock_inputs
set_output_delay [expr $clk_period * $clk_io_pct] -clock clk0 [all_outputs]
==> summary.log <==
qor: status.run_status finished clean
qor: final_layout.layout.cells.most_common clkdlybuf4s50_1
qor: timing.finalSetupViolCount 0
qor: global_route.global_route.usage.met1 2.78%
qor: worst_setup_path.timing.critical_path.arrival 3770 ps
qor: worst_setup_path.critical_path.slowest_cell fa_2
qor: route.wire_per_inst 8.33 µm
qor: global_route.grt_pass1_wl 1.09 mm
qor: synth.yosysCellCount 22
qor: synth.post_synth_mux_area_share 4.73%
qor: global_route.first_global_vias 235
qor: final_layout.n_fill_cell 393
qor: final_layout.syn_to_final_growth 113%
qor: route.detail_route.antenna_diodes 0
qor: clock_network.postCtsHoldBufs 0
qor: place.gpl.final_weighted_congestion 0.793
qor: die.dieArea 6400 µm²
qor: worst_setup_path.path_cells clkdlybuf4s50_1 -> fa_2 -> fa_2 -> inv_1 -> ha_1 -> a31o_1 -> o31ai_4 -> buf_4 -> clkdlybuf4s50_1
qor: route.dr_total_vias 224
qor: place.detailedPlacementHpwl 635 µm
qor: global_route.grt_remaining_overflow 0
qor: place.place_worst_setup_slack -51.3 ps
qor: synth.yosys_area 211 µm²
qor: global_route.global_route.usage.met2 2.49%
qor: route.detail-route-antenna-nets 0
qor: final_layout.logic_area 218 µm²
qor: die.initial_core_util 6.19%
qor: die.placeableCoreArea 3420 µm²
qor: synth.synth_simple_gate_area_share 8.28%
qor: timing.finalWorstSetupSlack 152 ps
qor: run.cap_violations 0
qor: timing.layout_worst_path_cycle_share 96.9%
qor: run.stage_log_warnings 32
qor: synth.synthCells 22
qor: global_route.grt_start_max_net_pins 5
qor: route.drc_errors 0
qor: die.floorplan.die.width 80 µm
qor: synth.syn_area_per_cell 9.61 µm²
qor: timing.timing.final.max_slew_violations 0
qor: place.portBuffers 14
qor: timing.fin_crit 4750 ps
qor: worst_setup_path.timing.setup.critical_path_class input pin to output port
qor: timing.max_clock_freq 211 MHz
qor: timing.hold_slack 2920 ps
qor: synth.yosysWarningCount 1
qor: route.detailedRoute.firstPassIterationCount 2
qor: power.leakage_power 0.187 nW
qor: worst_setup_path.setup.worst_path.end_class output port
qor: worst_setup_path.critical_path_source_type input pin
qor: synth.postSynthSeqShare 0%
qor: global_route.gr-usage-all-layers 2.06%
qor: power.peak_ir_drop_on_the_vdd_network 0.0000361 V
qor: die.die_height 80 µm
qor: die.num_rows 21
qor: hold_path.class_of_the_tightest_hold_or_removal_check input pin to output port
qor: synth.synthesized_area 211 µm²
qor: global_route.busiest_layer met1
qor: timing.worst_pin_slew 414 ps
qor: global_route.grt_antenna_before_repair 0
qor: synth.synth.distinct_cells 14
qor: synth.post_synth_xor_area_fraction 8.28%
qor: final_layout.numSequentialCells 0
qor: timing.worst_rel_slew_slack 72.4%
qor: worst_setup_path.timing.critical_path.fanout_max 3
qor: timing.setup_repair_after_global_routing_missed_its_margin no
qor: final_layout.lay_top_cells clkdlybuf4s50_1, ha_1, a21oi_1, buf_4
qor: final_layout.layout.clock_buffers 0
qor: synth.synth.cellmix.adderShare 42.6%
qor: die.design.portCount 14
qor: synth.post_synth_ao_oa_area_fraction 32.5%
qor: timing.hold_viol_final 0
qor: route.route.detailed.vias_per_inst 2.64
qor: worst_setup_path.slowest_delay 520 ps
qor: synth.synth.comb.largest_family adder cells
qor: final_layout.post_route_cells_drive_above_1_share 20.5%
qor: final_layout.seqCellArea 0 µm²
qor: global_route.grt_util_met3 1.82%
qor: route.route.final.wire_length 708 µm
qor: power.power_consumption 0.0000754 W
qor: worst_setup_path.cp.required 3920 ps
qor: power.power_density 167 nW/µm²
qor: route.dr.first_iter.drc_count 3
stage by stage:
stage                     setup TNS [ps]  util (%)  instance area [µm²]  cells
after floorplan                        0         -                  211     22
after global placement             -16.3      12.2                  417     83
after detailed placement           -51.3      12.2                  417     83
after global routing                   0      13.2                  450     85
after CTS                              0      12.2                  417     83
final                                  0      13.2                  450     85
power breakdown:
part / internal (W) / total [W] / switching, W / leakage (nW)
sequential: 0 / 0 / 0 / 0
clock: 0 / 0 / 0 / 0
combinational: 0.0000486 / 0.0000754 / 0.0000268 / 0.187
synthesized netlist by cell type:
master	instances	area [µm²]
a2111oi_0	1	8.76
a31o_1	1	8.76
inv_1	2	7.51
nand3_1	1	5.00
fa_1	2	40.0
nor2b_1	1	6.26
ha_1	4	50.1
and3_1	1	6.26
a21oi_1	3	15.0
mux2i_1	1	10.0
o22ai_1	1	6.26
o31ai_4	1	21.3
a21o_2	1	8.76
xnor2_1	2	17.5
worst max-delay path, delay by kind of cell:
family | cells | cell delay, ps
compound gates | 2 | 540
fa+ha+maj | 3 | 1130
buf+inv | 4 | 1110
area by class of cell:
cell class	instances	area share [%]
Timing Repair Buffer	17	37.2
Tap cell	46	12.8
Inverter	2	1.67
Multi-Input combinational cell	20	48.3
per-layer routing:
| layer | vias up | wire length (µm) |
|---|---|---|
| met1 | 91 | 337 |
| met5 | - | 0 |
| met2 | 13 | 221 |
| met4 | 0 | 0 |
| li1 | 120 | - |
| met3 | 0 | 150 |
kinds of logic after synthesis:
kind of cell / count (synthesis)
simple gates: 3
xor+xnor: 2
mux: 1
buf+inv: 2
compound gates: 8
fa+ha+maj: 6
path summary, 6_finish.rpt:
path / from / endpoint / slack, ps / cells after the start
setup / recovery: cin / cout / 150 / 9
hold / removal: b[3] / sum[1] / 2920 / 6
what timing repair did:
action                                  CTS  global route
gates resized                             0             6
endpoints found under the setup margin    1             3
buffers inserted                          0             2
pin swaps                                 1             3
Power figures rest on the tool's default switching activity, not on a simulated workload.
