==> design/flow/design.v <==
module mux(sel,inp0, inp1, inp2, inp3, inp4, inp5, inp6, inp7, inp8, 
           inp9, inp10, inp11, inp12, inp13, inp14, inp15, inp16, inp17,
           inp18, inp19, inp20, inp21, inp22, inp23, inp24, inp25, inp26,
           inp27, inp28, inp29, inp30, out);
  input [4:0] sel;
  input [1:0] inp0, inp1, inp2, inp3, inp4, inp5, inp6,
            inp7, inp8, inp9, inp10, inp11, inp12, inp13, 
            inp14, inp15, inp16, inp17, inp18, inp19, inp20,
            inp21, inp22, inp23, inp24, inp25, inp26,
            inp27, inp28, inp29, inp30;
  output [1:0] out;
  reg [1:0] out;
  always @(sel or inp0  or inp1 or  inp2 or inp3 or inp4 or inp5 or inp6 or
            inp7 or inp8 or inp9 or inp10 or inp11 or inp12 or inp13 or 
            inp14 or inp15 or inp16 or inp17 or inp18 or inp19 or inp20 or
            inp21 or inp22 or inp23 or inp24 or inp25 or inp26 or inp27 or 
            inp28 or inp29 or inp30 )
  begin
    case(sel)
      5'b00000: out = inp0;  
      5'b00001: out = inp1;  
      5'b00010: out = inp2;  
      5'b00011: out = inp3;  
      5'b00100: out = inp4;  
      5'b00101: out = inp5;  
      5'b00110: out = inp6;  
      5'b00111: out = inp7;  
      5'b01000: out = inp8;  
      5'b01001: out = inp9;  
      5'b01010: out = inp10;
      5'b01011: out = inp11;
      5'b01100: out = inp12;  
      5'b01101: out = inp13;
      5'b01110: out = inp14;
      5'b01111: out = inp15;
      5'b10000: out = inp16;
      5'b10001: out = inp17;
      5'b10010: out = inp18;
      5'b10011: out = inp19;
      5'b10100: out = inp20;
      5'b10101: out = inp21;
      5'b10110: out = inp22;
      5'b10111: out = inp23;
      5'b11000: out = inp24;
      5'b11001: out = inp25;
      5'b11010: out = inp26;
      5'b11011: out = inp27;
      5'b11100: out = inp28;
      5'b11101: out = inp29;
      5'b11110: out = inp30;  
      default: out = 0;
    endcase
  end
endmodule 
==> design/flow/run.sh <==
#!/bin/bash
# OpenROAD 26Q1-2900-gdf79404cd8, Yosys 0.63+post, stock flow scripts
make -C /OpenROAD-flow-scripts/flow DESIGN_CONFIG=/design/flow/config.mk WORK_HOME=/design/flow/orfs finish
==> design/flow/config.mk <==
export PLATFORM = sky130hd
export DESIGN_NAME = mux
export DESIGN_NICKNAME = mux
export VERILOG_FILES = /design/flow/design.v
export SDC_FILE = /design/flow/constraint.sdc
export NUM_CORES = 4
export LEC_CHECK = 1
export CORE_AREA = 10 10 89 89
export DIE_AREA = 0 0 99 99
==> design/flow/constraint.sdc <==
current_design mux

set clk_period 1.9
set clk_io_pct 0.2

create_clock -name clk0 -period $clk_period

set non_clock_inputs [all_inputs -no_clocks]
set_input_delay [expr $clk_period * $clk_io_pct] -clock clk0 $non_clock_inputs
set_output_delay [expr $clk_period * $clk_io_pct] -clock clk0 [all_outputs]
==> datasheet_impl.txt <==
Implementation parameters

Parameter                              Value

GRT
  First-pass GRT wire length .................. 6410 um
  All-Layer GR Usage .................. 7.856%
  Initial antenna violation count .................. 0
  Maximum number of pins on one net before global-route repair .................. 14
  Total overflow reported by the global router .................. 0
  Number of global-route vias before repair .................. 1178

Timing
  Final WS setup .................. -314.6 ps
  RSZ-0062 raised after global routing .................. yes
  Total negative setup slack .................. -608.9 ps
  Slew Limit Fails .................. 0
  Transition at the pin with the smallest max-transition slack .................. 348.1 ps
  Setup violations, final .................. 2
  Fin crit share .................. 116.6%
  Count of final hold-check violations .................. 0
  Remaining max-slew budget at the tightest pin .................. 76.75%
  Min Tclk post-route .................. 2215 ps
  Fmax .................. 451.5 MHz

Detailed routing
  Post-route DRC .................. 0
  Detailed Routing Iterations Pass 1 .................. 4
  Antenna Nets Post-Route .................. 0
  Count of routing violations after the opening detailed-route iteration .................. 39
  Routed WL .................. 4093 um
  Vias per inst .................. 4.305
  Vias post-DR .................. 1115
  ANT cells .................. 0
  Drt wl/cell .................. 15.80 um

Final layout
  Clock buffer count .................. 0
  Number of standard cells in the layout, taps in and fillers out .................. 259
  FF+latch count .................. 0
  Signed area change from the synthesized netlist to the final layout .................. 145.8%
  Ratio of cells with drive above 1 in the final layout .................. 28.26%
  Seq. cell area .................. 0 um2

Floorplan
  Die ar. .................. 0.009801 mm2
  IO Count .................. 69
  Die height .................. 99 um
  Overall die width .................. 99 um
  Init Core Util .................. 11.63%
  Cell Rows .................. 28
  Placeable core region .................. 0.005991 mm2

Synth
  Distinct cell type count after synthesis .................. 41
  Number of cells in the yosys synthesis report .................. 96
  Yosys synthesis chip area .................. 696.9 um2
  Yosys warning tally .................. 1
  Post-Synthesis Cell Area .................. 696.9 um2
  Part of the Yosys area used for sequential elements .................. 0%
  Post-Syn Area per Cell .................. 7.260 um2
  Gate count after technology mapping .................. 96

Power
  Power density cells .................. 195.4 mW/mm2
  Largest voltage drop on the vdd net .................. 0.08996 mV
  Total power consumption of the routed design .................. 334.7 uW
  Lkg Pwr .................. 0.7243 nW

Setup path
  Critical path class .................. input pin to output port
  Endpoint class of the critical path .................. output port
  Element type at the critical path start .................. input pin
  Worst endpoint required time .................. 1520 ps
  Crit Path Max Fanout .................. 4
  Arrival time of the worst setup path .................. 1830 ps

Place
  Final GP Congestion .................. 0.9028
  Cell total after placement .................. 254
  Pre-CTS setup slack .................. -1176 ps
  HPWL reported at the end of detailed placement .................. 3513 um
  Port Buf Inserts .................. 69

Hold path
  Min-Delay Path Class .................. input pin to output port

Status
  Violations in the final reports .................. negative setup slack
  Run status .................. finished with violations

Job
  Tool warning count .................. 34
  Max-capacitance violation count .................. 0
-- path summary, 6_finish.rpt --
check | startpoint | end | slack, ps | cells after the start
max | sel[2] | out[0] | -310 | 9
min | sel[1] | out[1] | 1400 | 5
-- placed cells by master (no fill, tap or decap), types with 2 or more instances in the layout --
master and instances:
sky130_fd_sc_hd__a21oi_1 4, sky130_fd_sc_hd__a22o_1 2, sky130_fd_sc_hd__a31oi_1 4, sky130_fd_sc_hd__a32oi_1 3
sky130_fd_sc_hd__buf_12 2, sky130_fd_sc_hd__buf_2 4, sky130_fd_sc_hd__buf_4 22, sky130_fd_sc_hd__buf_6 7
sky130_fd_sc_hd__clkdlybuf4s15_1 2, sky130_fd_sc_hd__clkdlybuf4s15_2 2, sky130_fd_sc_hd__clkdlybuf4s50_1 35, sky130_fd_sc_hd__dlygate4sd2_1 21
sky130_fd_sc_hd__dlymetal6s2s_1 2, sky130_fd_sc_hd__mux2_4 4, sky130_fd_sc_hd__mux2i_1 11, sky130_fd_sc_hd__nand2_1 3
sky130_fd_sc_hd__nand3_1 4, sky130_fd_sc_hd__nor2_1 5, sky130_fd_sc_hd__nor2b_1 6, sky130_fd_sc_hd__nor3_1 3
sky130_fd_sc_hd__nor3b_1 2, sky130_fd_sc_hd__o21ai_0 2, sky130_fd_sc_hd__o21ai_1 4, sky130_fd_sc_hd__o22ai_1 2
sky130_fd_sc_hd__or3_1 2, sky130_fd_sc_hd__or4_1 2
-- synthesized netlist by cell type (all sizes together) (3+ instances only) --
library cell	instances	share of area [%]
a21oi	4	2.9
a31oi	5	4.5
a32oi	3	3.8
buf	8	7.0
mux2	4	6.5
mux2i	11	16
nand2	3	1.6
nand3	4	2.9
nor2	6	3.2
nor2b	7	7.4
nor3	3	2.2
o21ai	6	4.3
-- through the flow --
| stage | area [um2] | hold WS, ps | util, % |
|---|---|---|---|
| after detailed placement | 1605 | 2017 | 26.80 |
| after CTS | 1668 | 1391 | 27.84 |
| after floorplan | 696.9 | 983.2 | - |
| final | 1713 | 1401 | 28.59 |
| after global placement | 1605 | 1992 | 26.80 |
| after global routing | 1713 | 1458 | 28.59 |
-- power by group --
group | leakage (nW) | switching (mW) | internal (mW)
clock network | 0 | 0 | 0
registers | 0 | 0 | 0
logic | 0.724 | 0.118 | 0.217
total | 0.724 | 0.118 | 0.217
-- timing repair --
| action | CTS | global route |
|---|---|---|
| gates resized | 76 | 11 |
| setup buffers | 4 | 1 |
| pin swaps | 19 | 10 |
| setup endpoints to repair | 2 | 2 |
| hold buffers | 0 | 0 |
-- layer usage --
metal	vias to the layer above	global-route usage, %	share of wire, %
met5	-	0	0
met4	0	0	0
met3	0	2.326	8.9
met2	44	12.73	45
met1	497	10.66	46
li1	574	-	-
-- layout make-up --
cell class,instances,area (um2)
fill,637,4278
inverter,1,3.754
multi-input combinational,85,694.4
tap,75,93.84
timing repair buffer,98,920.9
-- cell families after synthesis --
family	after synthesis	synth area share (%)
buffers and inverters	11	8.618
and+or+nand+nor	36	32.32
AOI/OAI and AO/OA	33	33.57
muxes	16	25.49
-- critical path: stages --
cell                      delay (ps)
sky130_fd_sc_hd__buf_8            70
sky130_fd_sc_hd__buf_6           110
sky130_fd_sc_hd__buf_6           110
sky130_fd_sc_hd__and4b_1         180
sky130_fd_sc_hd__a31oi_1         150
sky130_fd_sc_hd__o22a_1          160
sky130_fd_sc_hd__o21ai_1          60
sky130_fd_sc_hd__or4_1           480
sky130_fd_sc_hd__buf_2           140
No activity file was given, so power comes from the tool's default toggle rates.
